--- /design/flow/config.mk ---
export PLATFORM = sky130hd
export DESIGN_NAME = eeprom_top
export DESIGN_NICKNAME = eeprom_top
export VERILOG_FILES = /design/flow/design.v
export SDC_FILE = /design/flow/constraint.sdc
export NUM_CORES = 4
export LEC_CHECK = 1
export CORE_UTILIZATION = 30
--- /design/flow/constraint.sdc ---
current_design eeprom_top

set clk_period 4.7
set clk_io_pct 0.2

create_clock -name clk0 -period $clk_period [get_ports {clk}]

set non_clock_inputs [all_inputs -no_clocks]
set_input_delay [expr $clk_period * $clk_io_pct] -clock clk0 $non_clock_inputs
set_output_delay [expr $clk_period * $clk_io_pct] -clock clk0 [all_outputs]
--- /design/flow/design.v ---
`timescale 1ns / 1ps
module eeprom_top
  (
 input clk,
 input rst,
 input newd,
 input ack,
 input wr,   
 output scl,
 inout sda,
 input [7:0] wdata,
 input [6:0] addr,  
 output reg [7:0] rdata,
 output reg done
  );
 reg sda_en = 0;
 reg sclt, sdat, donet; 
 reg [7:0] rdatat; 
 reg [7:0] addrt;
parameter idle = 0, check_wr = 1, wstart = 2, wsend_addr = 3, waddr_ack = 4, 
                wsend_data = 5, wdata_ack = 6, wstop = 7, rsend_addr = 8, 
                raddr_ack = 9, rsend_data = 10,
                rdata_ack = 11, rstop = 12 ;
  reg [3:0] state;
  reg sclk_ref = 0;
  integer count = 0;
  integer i = 0;
  always@(posedge clk)
    begin
      if(count <= 9) 
        begin
           count <= count + 1;     
        end
      else
         begin
           count     <= 0; 
           sclk_ref  <= ~sclk_ref;
         end	      
    end
  always@(posedge sclk_ref, posedge rst)
    begin 
      if(rst == 1'b1)
         begin
           sclt  <= 1'b0;
           sdat  <= 1'b0;
           donet <= 1'b0;
         end
       else begin
         case(state)
           idle : 
           begin
              sdat <= 1'b0;
              done <= 1'b0;
              sda_en  <= 1'b1;
              sclt <= 1'b1;
              sdat <= 1'b1;
             if(newd == 1'b1) 
                state  <= wstart;
             else 
                 state <= idle;         
           end
            wstart: 
            begin
              sdat  <= 1'b0;
              sclt  <= 1'b1;
              state <= check_wr;
              addrt <= {addr,wr};
            end
            check_wr: begin
              if(wr == 1'b1) 
                 begin
                 state <= wsend_addr;
                 sdat <= addrt[0];
                 i <= 1;
                 end
               else 
                 begin
                 state <= rsend_addr;
                 sdat <= addrt[0];
                 i <= 1;
                 end
            end
            wsend_addr : begin                
                      if(i <= 7) begin
                      sdat  <= addrt[i];
                      i <= i + 1;
                      end
                      else
                        begin
                          i <= 0;
                          state <= waddr_ack; 
                        end   
                    end
           waddr_ack : begin
             if(ack == 1'b1) begin
               state <= wsend_data;
               sdat  <= wdata[0];
               i <= i + 1;
               end
             else
               state <= waddr_ack;
           end
         wsend_data : begin
           if(i <= 7) begin
              i     <= i + 1;
              sdat  <= wdata[i]; 
           end
           else begin
              i     <= 0;
              state <= wdata_ack;
           end
         end
          wdata_ack : begin
             if(ack == 1'b1) begin
               state <= wstop;
               sdat <= 1'b0;
               sclt <= 1'b1;
               end
             else begin
               state <= wdata_ack;
             end 
            end
         wstop: begin
              sdat  <=  1'b1;
              state <=  idle;
              done  <=  1'b1;  
         end
          rsend_addr : begin
                     if(i <= 7) begin
                      sdat  <= addrt[i];
                      i <= i + 1;
                      end
                      else
                        begin
                          i <= 0;
                          state <= raddr_ack; 
                        end   
                    end
           raddr_ack : begin
             if(ack == 1'b1) begin
               state  <= rsend_data;
               sda_en <= 1'b0;
             end
             else
               state <= raddr_ack;
           end
         rsend_data : begin
                   if(i <= 7) begin
                         i <= i + 1;
                         state <= rsend_data;
                         rdata[i] <= sda;
                      end
                      else
                        begin
                          i <= 0;
                          state <= rstop;
                          sclt <= 1'b1;
                          sdat <= 1'b0;  
                        end         
         end
         rstop: begin
              sdat  <=  1'b1;
              state <=  idle;
              done  <=  1'b1;  
              end
         default : state <= idle;
          	 endcase
          end
  end
 assign scl = (( state == wstart) || ( state == wstop) || ( state == rstop)) ? sclt : sclk_ref;
 assign sda = (sda_en == 1'b1) ? sdat : 1'bz;
endmodule
--- /design/flow/run.sh ---
#!/bin/bash
# OpenROAD 26Q1-2900-gdf79404cd8, Yosys 0.63+post, stock flow scripts
make -C /OpenROAD-flow-scripts/flow DESIGN_CONFIG=/design/flow/config.mk WORK_HOME=/design/flow/orfs finish
==> impl_metrics.toml <==
# flow metrics
[floorplanning]
dieHeight_um = 142
std_cell_rows = 50
die_x_um = 142
pin_count = 31
fp_util = 0.310

[synthesis]
share_of_synthesized_area_occupied_by_flip_flops_and_latches = 0.415
async_flop_share = 0.0208
synth-edff-count = 51
yosys_most_used_dff = "edfxtp_1"
syn-mean-instance-area_sq_um = 9.04
synthCells = 650
registers_synthesis = 96
ys_chip_area_sq_um = 5880
syn_area_sq_um = 5880
synth_cell_type_count = 76
synth_stat.cells = 650
yosysWarnings = 2

[status]
failed_stage = "4_1_cts"
run_status = "aborted with a tool error"
error_message = "[error] [KeplerFormal.cpp:679] Workflow failed: Iso has multiple drivers: .sda0, sda$_DFFE_PP0P_.Q0"

[placed_design]
finalWeightedCongestion = 0.860
hpwlAfterDp_um = 9100
numPortBuffers = 29
worst_setup_slack_post_dpl_ns = 2.52

[clock_tree]
cts_setup_buffers = 0
htree_levels = 2
cts.repair.resized = 0
numCtsBuffers = 5
root_buffer = "clkbuf_16"
cts-root-to-sink-buffers = 2
cts.hold.buffers_added = 0

[sta]
unclocked_pins = 63
number_of_unconstrained_endpoints = 123
## cell families after synthesis
group / share of synthesized area
buf+inv: 0.0428
compound gates: 0.119
flops: 0.415
mux: 0.0379
xor+xnor: 0.0909
simple gates: 0.284
fa+ha+maj: 0.0106
## per-stage QoR
stage               hold WS [ns]   util  cells  area [sq um]
global placement           0.455  0.336    903          6360
floorplan                  0.424      -    650          5880
detailed placement         0.453  0.336    903          6360
## synth_stat cells, types with 4 or more instances
| cell type | n | area [sq um] |
|---|---|---|
| nor2_1 | 99 | 372 |
| edfxtp_1 | 51 | 1530 |
| nand2_1 | 45 | 169 |
| dfxtp_1 | 43 | 861 |
| nand3_1 | 35 | 175 |
| clkbuf_1 | 32 | 120 |
| xor2_1 | 32 | 280 |
| xnor2_1 | 29 | 254 |
| nand4_1 | 25 | 156 |
| o21ai_0 | 19 | 95.1 |
| nor3_1 | 18 | 90.1 |
| a21oi_1 | 17 | 85.1 |
| and3_1 | 15 | 93.8 |
| inv_1 | 14 | 52.6 |
| nor4_1 | 14 | 87.6 |
| or3_1 | 9 | 56.3 |
| a31oi_1 | 8 | 50.1 |
| mux2_1 | 8 | 90.1 |
| nor2b_1 | 8 | 50.1 |
| or4_1 | 7 | 52.6 |
| a22o_1 | 6 | 52.6 |
| and4_1 | 6 | 52.6 |
| nand2b_1 | 6 | 37.5 |
| ha_1 | 5 | 62.6 |
| mux4_2 | 5 | 113 |
| or2_2 | 5 | 31.3 |
| buf_1 | 4 | 15.0 |
| buf_6 | 4 | 45.0 |
| o31ai_1 | 4 | 30.0 |
